==> flow/design.v <==
module top (
    input logic clk,
    output logic [3:0] R,
    output logic [3:0] G,
    output logic [3:0] B,
    output logic HS,
    output logic VS
);
vga_driver i_vga_driver(
    .clk(clk),
    .R(R),
    .G(G),
    .B(B),
    .HS(HS),
    .VS(VS)
);
endmodule
module vga_driver (
    input logic clk,
    output logic [3:0] R,
    output logic [3:0] G,
    output logic [3:0] B,
    output logic HS,
    output logic VS
);
localparam WIDTH = 1280;
localparam HEIGHT = 1024;
localparam WIDTH_COUNTER_SIZE = $clog2(WIDTH);
localparam HEIGHT_COUNTER_SIZE = $clog2(HEIGHT);
typedef enum {PIXEL, FRONT_PORCH, SYNC, BACK_PORCH} SyncState;
SyncState vstate;
SyncState next_vstate;
SyncState hstate;
SyncState next_hstate;
logic [WIDTH_COUNTER_SIZE-1:0] hcount;
logic [HEIGHT_COUNTER_SIZE-1:0] vcount;
initial begin
    hstate = FRONT_PORCH;
    vstate = FRONT_PORCH;
    hcount = 'b0;
    vcount = 'b0;
end
always_comb begin
    next_hstate = hstate;
    case (hstate)
        PIXEL:
            if (hcount == 1280-1) next_hstate = FRONT_PORCH;
        FRONT_PORCH:
            if (hcount == 48-1) next_hstate = SYNC;
        SYNC:
            if (hcount == 112-1) next_hstate = BACK_PORCH;
        default:  
            if (hcount == 248-1) next_hstate = PIXEL;
    endcase
end
always @(posedge clk) begin
    if (hstate != next_hstate) begin
        hstate <= next_hstate;
        hcount <= 'b0;
    end else begin
        hcount <= hcount + 1;
    end
end
always_comb begin
    next_vstate = vstate;
    case (vstate)
        PIXEL:
            if (vcount == 1024-1) next_vstate = FRONT_PORCH;
        FRONT_PORCH:
            if (vcount == 1-1) next_vstate = SYNC;
        SYNC:
            if (vcount == 3-1) next_vstate = BACK_PORCH;
        default:  
            if (vcount == 38-1) next_vstate = PIXEL;
    endcase
end
always @(posedge clk) begin
    if (vstate != next_vstate) begin
        vstate <= next_vstate;
        vcount <= 'b0;
    end else
    if (hstate == BACK_PORCH && next_hstate == PIXEL) begin
        vcount <= vcount + 1;
    end
end
logic [3:0] letter;
always_comb begin
    letter = 4'b0;
    if (hcount >= 228 && hcount < 303 && vcount > 256 && vcount < 768)
        letter = 4'hFF;
    if (hcount >= 303 && hcount < 378 && vcount > 256 && vcount < 384)
        letter = 4'hFF;
    if (hcount >= 303 && hcount < 378 && vcount > 640 && vcount < 768)
        letter = 4'hFF;
    if (hcount >= 378 && hcount < 453 && vcount > 256 && vcount < 768)
        letter = 4'hFF;
    if (hcount >= 528 && hcount < 603 && vcount > 256 && vcount < 768)
        letter = 4'hFF;
    if (hcount >= 603 && hcount < 753 && vcount > 640 && vcount < 768)
        letter = 4'hFF;
    if (hcount >= 828 && hcount < 903 && vcount > 256 && vcount < 768)
        letter = 4'hFF;
    if (hcount >= 903 && hcount < 1053 && vcount > 256 && vcount < 384)
        letter = 4'hFF;
    if (hcount >= 903 && hcount < 1053 && vcount > 640 && vcount < 768)
        letter = 4'hFF;
end
assign R = vstate != PIXEL || hstate != PIXEL ? 'b0 : 4'b1111;
assign G = vstate != PIXEL || hstate != PIXEL ? 'b0 : letter;
assign B = vstate != PIXEL || hstate != PIXEL ? 'b0 : letter;
assign HS = hstate != SYNC;
assign VS = vstate != SYNC;
endmodule
==> flow/run.sh <==
#!/bin/bash
# OpenROAD 26Q1-2900-gdf79404cd8, Yosys 0.63+post, stock flow scripts
make -C /OpenROAD-flow-scripts/flow DESIGN_CONFIG=/design/flow/config.mk WORK_HOME=/design/flow/orfs finish
==> flow/config.mk <==
export PLATFORM = sky130hd
export DESIGN_NAME = top
export DESIGN_NICKNAME = top
export VERILOG_FILES = /design/flow/design.v
export SDC_FILE = /design/flow/constraint.sdc
export NUM_CORES = 4
export LEC_CHECK = 1
export CORE_UTILIZATION = 50
==> flow/constraint.sdc <==
current_design top

set clk_period 8.6
set clk_io_pct 0.2

create_clock -name clk0 -period $clk_period [get_ports {clk}]

set non_clock_inputs [all_inputs -no_clocks]
set_input_delay [expr $clk_period * $clk_io_pct] -clock clk0 $non_clock_inputs
set_output_delay [expr $clk_period * $clk_io_pct] -clock clk0 [all_outputs]
==> out/qor.csv <==
metric,value,unit
"Reg clk slew, reported paths",0.08,ns
yosys stat cell total,392,
die width,94.2,um
flop-to-flop setup slack,5.78,ns
CP top delay family,simple AND/OR/NAND/NOR gates,
Unique cell types,56,
"Period Utilization, post-route",0.600,
H-tree levels,3,
Slowest cell on crit path,a221oi_1,
Worst Hold End,i_vga_driver.hcount[0],
core footprint,8220,um2
maximum clock rate,194,MHz
Yosys chip area,4250,um2
Synth area leader,edfxtp_1,
Placement Cell Area,4370,um2
r2r worst-path depth,7,
unrepaired setup endpoints after global routing,no,
routed via count,2723,
clock tree from TritonCTS,yes,
"Seq share, synth",0.551,
outcome,completed,
CP max stage delay,0.65,ns
FP Rows,33,
Starting DRT DRC Count,110,
post-route ant nets,0,
Gate power share,0,
post-route cell area,4550,um2
Resized cells post-CTS,0,
final hold vios,0,
Clock power frac,0.382,
GR Overflow Total,0,
port bufs,14,
Synth Flop Type,edfxtp_1,
Synth top area share,0.452,
Worst setup SP type,register,
"Avg Cell Area, Syn",10.8,um2
buffers plus inverters on the worst setup path,1,
first-pass GRT wire length,11900,um
Floorplan Utilization,0.517,
Die Ht,94.2,um
CTS Buf Count,9,
CP max FO,8,
layout cells sized above 1,0.0670,
Relative slew margins,0.493,
worst slew pin tran,0.760,ns
Reg-to-Reg End,i_vga_driver.hstate[2],
kind of critical path,register to primary output,
"top cells, area","edfxtp_1 45%, dfxtp_1 9.9%, nor2b_1 4.9%, and2_1 4.4%, nor2_1 3.0%",
Static Leakage,1.71,nW
Async SR Flop Fraction,0,
io pins,15,
hold bufs inserted after CTS,0,
crit end category,primary output,
Cells after Synth,392,
Area Overhead vs Synth,7.03,%
flops out of synthesis,85,
routed len/inst,14.3,um
routability cong.,0.910,
NetSw,0.000137,W
Int Pwr,0.000566,W
crit-path cells,"nor4_1, nand4_1, or3_1, nor2_1, nand3_1, a221oi_1, clkdlybuf4s50_1",
max-cap violation count,0,
Crit Reg-Reg Startpoint,i_vga_driver.hcount[6],
Post-CTS Setup Inserts,0,
vias in the first global route,2425,
clk sink count,85,
Hold Crit Class,register to register,
# setup viols final,0,
Pre-antenna DRT Iters,4,
cell count of the worst hold path,1,
Tool Warnings,30,
GRT Resource Usage Total,0.183,
Synth Cell Area,4250,um2
setup TNS,0,ns
flip-flops with a built-in enable,64,
clock root cell,clkbuf_8,
final tally of max-slew violations,0,
DR vias/cell,5.52,
# DRC,0,
"Warnings, synthesis",10,
CTS max path bufs,2,
sequential share of power,0.618,
antenna diode count,0,
PwrDens,154,nW/um2
latest clock arrival within the worst-skew pair,0.35,ns
Worst Skew,0.0102,ns
"Req. time, crit path",6.88,ns
largest net degree at the start of global routing,47,
Post-DP HPWL,4550,um
maximum vdd ir drop,0.116,mV
Period minus WS final,5.16,ns
Die Size,8880,um2
final wirelength,7060,um
antenna violations before repair,0,
Sw Ratio,0.195,
Critical Path AT,3.44,ns
hold_sp,i_vga_driver.hcount[0],
[worst reg2reg max path, cell delays in order (launching register included)]
cell,delay (ns)
dfxtp_1,0.66
nand4_1,0.33
or3_1,0.53
nand2_1,0.12
o31ai_1,0.11
a221oi_4,0.24
buf_4,0.45
nor2b_1,0.12
[per-layer routing]
metal / track usage / up-vias / share of wire
li1: - / 1401 / -
met1: 0.341 / 1265 / 0.53
met2: 0.231 / 52 / 0.41
met3: 0.0560 / 5 / 0.048
met4: 0.0167 / 0 / 0.010
met5: 0 / - / 0
[cells in the mapped netlist (all sizes together), types with 3 or more instances]
library cell,number
a41oi,4
clkbuf,16
and2,30
nand4,9
nor2,37
or3,5
ha,6
a311o,3
nor3,9
buf,20
a31o,3
edfxtp,64
nor2b,33
nor4,18
a21oi,7
xnor2,7
o21ai,7
dfxtp,21
nand3,11
nand2,21
inv,9
a221oi,3
xor2,12
[through the flow]
step | worst slack, ns | cells | hold WS, ns | util | total power (W)
final | 3.44 | 493 | 0.555 | 0.554 | 0.000703
after global routing | 3.07 | 493 | 0.578 | 0.554 | 0.000728
after floorplan | 4.64 | 392 | 0.514 | - | 0.000444
after global placement | 3.89 | 479 | 0.533 | 0.532 | 0.000444
after CTS | 3.37 | 493 | 0.555 | 0.554 | 0.000714
after detailed placement | 3.79 | 479 | 0.533 | 0.532 | 0.000444
[state kept, by name (all words and copies together) (netlist names)]
| name | flops |
|---|---|
| i_vga_driver.vstate | 32 |
| i_vga_driver.hcount | 11 |
| i_vga_driver.hstate | 32 |
| i_vga_driver.vcount | 10 |
[power by group through the flow]
stage / logic (W) / registers [W] / clock network, W
after CTS: 0.000000000710 / 0.000434 / 0.000280
after global routing: 0.000000000710 / 0.000434 / 0.000294
final: 0.000000000710 / 0.000434 / 0.000269
[placed cells by master (no fill, tap or decap), types with 6 or more instances in the layout]
cell | Yosys | layout
edfxtp_1 | 64 | 64
nor2_1 | 34 | 34
nor2b_1 | 33 | 33
and2_1 | 30 | 30
nand2_1 | 21 | 21
dfxtp_1 | 21 | 21
nor4_1 | 17 | 17
clkdlybuf4s50_1 | 0 | 14
xor2_1 | 12 | 12
nand3_1 | 11 | 11
inv_1 | 9 | 9
nand4_1 | 9 | 9
clkbuf_8 | 0 | 9
nor3_1 | 8 | 8
o21ai_0 | 7 | 7
a21oi_1 | 7 | 7
xnor2_1 | 7 | 7
ha_1 | 6 | 6
[logic make-up after synthesis]
| kind of cell | after synthesis | synth area share |
|---|---|---|
| and+or+nand+nor | 189 | 0.253 |
| DFF | 85 | 0.551 |
| AOI/OAI and AO/OA | 46 | 0.0812 |
| buffers and inverters | 45 | 0.0533 |
| xor gates and xnor gates | 19 | 0.0391 |
| adders and majority gates | 6 | 0.0177 |
| muxes | 2 | 0.00471 |
[how the worst max path moves through the flow]
stage / start / endpoint / depth (start not counted)
after CTS: i_vga_driver.hstate[17] / G[1] / 7
final: i_vga_driver.hstate[17] / B[0] / 7
after global routing: i_vga_driver.hstate[17] / B[1] / 7
[cell type report]
cell class	count	area [um2]
clock inverters	4	51.3
clock buffers	10	128
multi-input cells	262	1690
inverters	9	33.8
flip-flops and latches	85	2340
well taps	105	131
repair buffers	18	170
fillers	677	3670
Power figures rest on the tool's default switching activity, not on a simulated workload.
